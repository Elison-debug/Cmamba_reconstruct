<file path="./config.mk">
export PLATFORM = sky130hd
export DESIGN_NAME = pe_unit_comb
export DESIGN_NICKNAME = pe_unit_comb
export VERILOG_FILES = /design/flow/design.v
export SDC_FILE = /design/flow/constraint.sdc
export NUM_CORES = 4
export LEC_CHECK = 1
export CORE_UTILIZATION = 40
</file>
<file path="./constraint.sdc">
current_design pe_unit_comb

set clk_period 40.8
set clk_io_pct 0.2

create_clock -name clk0 -period $clk_period

set non_clock_inputs [all_inputs -no_clocks]
set_input_delay [expr $clk_period * $clk_io_pct] -clock clk0 $non_clock_inputs
set_output_delay [expr $clk_period * $clk_io_pct] -clock clk0 [all_outputs]
</file>
<file path="./design.v">
module pe_unit_comb #(
    parameter DATA_WIDTH = 16,
    parameter ACC_WIDTH  = 32,
    parameter FRAC_BITS  = 8
)(
    input  logic [1:0]                    mode,        
    input  logic signed [DATA_WIDTH-1:0]  a_in,
    input  logic signed [DATA_WIDTH-1:0]  b_in,
    input  logic signed [ACC_WIDTH-1:0]   acc_in,
    output logic signed [ACC_WIDTH-1:0]   result_out
);
    localparam SHIFTED_WIDTH = (DATA_WIDTH + 1) + FRAC_BITS;  
    logic signed [SHIFTED_WIDTH-1:0] ewa_shifted;
    logic signed [ACC_WIDTH-1:0] mult_full;
    logic signed [DATA_WIDTH:0]  ewa_sum;
    logic signed [ACC_WIDTH-1:0] ewa_sum_aligned;
    assign mult_full = $signed(a_in) * $signed(b_in);
    assign ewa_sum   = a_in + b_in;
    assign ewa_shifted = $signed(ewa_sum) <<< FRAC_BITS;
    assign ewa_sum_aligned = {{(ACC_WIDTH - SHIFTED_WIDTH){ewa_shifted[SHIFTED_WIDTH-1]}}, ewa_shifted};
    always_comb begin
        case(mode)
            2'b00: result_out = mult_full + acc_in;    
            2'b01: result_out = mult_full;             
            2'b10: result_out = ewa_sum_aligned;       
            default: result_out = '0;
        endcase
    end
endmodule
</file>
<file path="./run.sh">
#!/bin/bash
# OpenROAD 26Q1-2900-gdf79404cd8, Yosys 0.63+post, stock flow scripts
make -C /OpenROAD-flow-scripts/flow DESIGN_CONFIG=/design/flow/config.mk WORK_HOME=/design/flow/orfs finish
</file>
==> Implementation_results.wiki <==
=== Physical design figures ===
{| class="wikitable"
! Metric !! Value
|-
| Main area contributors || sky130_fd_sc_hd__fa_1 (42%), sky130_fd_sc_hd__ha_1 (13%), sky130_fd_sc_hd__inv_1 (9.4%)
|-
| Tool warnings || 33
|-
| Post-synth design cell area || 0.01253 mm²
|-
| Detail-routed net length per standard cell || 17.38 µm
|-
| Required time reported for the critical path endpoint || 32.64 ns
|-
| Cell family contributing the most delay on the critical path || adder cells
|-
| Post-cts gate resize count || 0
|-
| Global Route Usage Sum || 23.69%
|-
| Number of buffers inserted for hold repair after clock tree synthesis || 0
|-
| Number of global-route vias before repair || 10310
|-
| Wire length reported by the detailed router || 33860 µm
|-
| First-pass GRT wire length || 54920 µm
|-
| Final hold violation count || 0
|-
| Number of buffer cells added on primary ports || 98
|-
| Kind of capture point of the worst setup path || output pin
|-
| Number of iterations in the first detailed-routing pass || 5
|-
| Non-filler instance count after layout || 1948
|-
| Number of cell instances after yosys synthesis || 1483
|-
| Worst hold-check path type || input port to output pin
|-
| Placeable Area || 0.03067 mm²
|-
| Startpoint of the lowest-slack hold path || acc_in[0]
|-
| Yosys warning tally || 1
|-
| RSZ-0062 raised after global routing || no
|-
| Syn Inst Count || 1483
|-
| GPL Wtd Cong || 0.9120
|-
| Maximum achievable frequency || 38.33 MHz
|-
| Nature of the critical path startpoint || input port
|-
| Count leader, synth || sky130_fd_sc_hd__inv_1
|-
| Relative slew slack || 18.77%
|-
| Slew at the pin closest to its max-slew limit || 1.188 ns
|-
| Vias per std cell || 5.183
|-
| Remaining antenna violation count after routing || 0
|-
| Setup fix buffers added after clock tree synthesis || 0
|-
| WHS Path Cells || 5
|-
| Status || complete, no violations
|-
| Fin. max-slew vios || 0
|-
| Setup violation total in the final timing report || 0
|-
| Flip-flop and latch count || 0
|-
| Unique cell types || 62
|-
| Initial antenna violation count || 0
|-
| Leading area contributor after synthesis || sky130_fd_sc_hd__fa_1
|-
| Top-area cell share || 42.17%
|-
| Total overflow reported by the global router || 0
|-
| Diodes inserted || 0
|-
| Avg Cell Area, Syn || 8.450 µm²
|-
| Detailed placer's ending HPWL || 28340 µm
|-
| Post-synth seq share || 0%
|-
| Hold EP || result_out[0]
|-
| Crit path arrival time || 17.93 ns
|-
| Area figure in the yosys stat output || 0.01253 mm²
|-
| Initial DRC Count || 459
|-
| Worst Setup SP || b_in[7]
|-
| CP max stage cell || sky130_fd_sc_hd__clkdlybuf4s50_1
|-
| Via count || 10100
|-
| Total die area || 0.03204 mm²
|-
| Storage cell area || 0 µm²
|-
| Buffer-and-inverter tally for the worst setup path || 8
|-
| I/O pin count || 98
|-
| Largest stage delay on the critical path || 1.00 ns
|-
| Total of clock buffers placed in the layout || 0
|-
| Share of post-route cells with drive strength above 1 || 1.546%
|-
| Chip Width || 179 µm
|-
| Placed instance count || 1948
|-
| Post-route minimum period || 26.09 ns
|-
| Area growth from synthesis to layout || 11.36%
|-
| Most frequent cells after synthesis || sky130_fd_sc_hd__inv_1 (315), sky130_fd_sc_hd__fa_1 (264), sky130_fd_sc_hd__nand2_1 (154)
|-
| Pin count of the biggest net entering global routing || 38
|-
| Core Util at FP || 40.86%
|-
| Max-cap violations || 0
|-
| Chip Height || 179 µm
|-
| Final design utilization || 45.50%
|-
| Type of the setup path with the least slack || input port to output pin
|-
| Sum of negative setup slack || 0 ns
|-
| Row cnt || 64
|-
| Highest net fanout along the worst path || 16
|-
| Final clock period utilization by the worst path || 63.94%
|-
| Post-route DRC || 0
|}
-- cell usage in the layout (no fill, tap or decap), types with 4 or more instances in the layout --
master,instances
sky130_fd_sc_hd__and2_1,124
sky130_fd_sc_hd__nor3_1,19
sky130_fd_sc_hd__a21oi_1,61
sky130_fd_sc_hd__and3_1,7
sky130_fd_sc_hd__inv_1,315
sky130_fd_sc_hd__xor2_1,15
sky130_fd_sc_hd__a21o_1,25
sky130_fd_sc_hd__nand2b_1,14
sky130_fd_sc_hd__o21bai_1,5
sky130_fd_sc_hd__mux2i_1,10
sky130_fd_sc_hd__nor2_1,66
sky130_fd_sc_hd__a31oi_1,10
sky130_fd_sc_hd__nand2_1,154
sky130_fd_sc_hd__ha_1,130
sky130_fd_sc_hd__o21a_1,6
sky130_fd_sc_hd__clkdlybuf4s50_1,98
sky130_fd_sc_hd__buf_4,15
sky130_fd_sc_hd__a41oi_1,4
sky130_fd_sc_hd__nand3_1,13
sky130_fd_sc_hd__or3_1,8
sky130_fd_sc_hd__o211ai_1,7
sky130_fd_sc_hd__o31ai_1,9
sky130_fd_sc_hd__xnor2_1,49
sky130_fd_sc_hd__a211oi_1,15
sky130_fd_sc_hd__o21ai_1,24
sky130_fd_sc_hd__o21ai_0,22
sky130_fd_sc_hd__nor2b_1,8
sky130_fd_sc_hd__fa_1,264
-- cell type report --
class / count / area [µm²]
fillers: 2976 / 16710
inverters: 317 / 1190
multi-input cells: 1122 / 11180
well taps: 396 / 495.5
repair buffers: 113 / 1094
-- metal layers --
layer	vias to the layer above	part of all wire, %	global-route usage (%)
met2	314	49	37.84
met3	38	7.0	5.966
met1	4948	43	34.38
met4	0	1.8	3.602
li1	4797	-	-
met5	-	0	0
-- how the worst max path moves through the flow --
stage | depth (start not counted) | to
CTS | 32 | result_out[31]
global route | 32 | result_out[28]
finish | 32 | result_out[31]
-- kinds of logic after synthesis --
group | count (synthesis) | share of synthesized area [%]
muxes | 11 | 0.9185
and+or+nand+nor | 428 | 16.81
AOI/OAI and AO/OA | 225 | 11.83
buffers and inverters | 361 | 10.81
xor gates and xnor gates | 64 | 4.473
adders and majority gates | 394 | 55.15
-- through the flow --
stage / setup WS (ns) / area (µm²) / hold WS, ns
floorplan: 17.02 / 12530 / 16.52
global placement: 15.00 / 13960 / 17.52
detailed placement: 14.88 / 13960 / 17.52
CTS: 14.82 / 13960 / 17.53
global route: 14.28 / 13960 / 17.55
finish: 14.71 / 13960 / 17.53
