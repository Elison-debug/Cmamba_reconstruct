===== design/flow/config.mk =====
export PLATFORM = sky130hd
export DESIGN_NAME = pe_unit
export DESIGN_NICKNAME = pe_unit
export VERILOG_FILES = /design/flow/design.v
export SDC_FILE = /design/flow/constraint.sdc
export NUM_CORES = 4
export LEC_CHECK = 1
export CORE_UTILIZATION = 50

===== design/flow/constraint.sdc =====
current_design pe_unit

set clk_period 1.0
set clk_io_pct 0.2

create_clock -name clk0 -period $clk_period [get_ports {clk}]

set non_clock_inputs [all_inputs -no_clocks]
set_input_delay [expr $clk_period * $clk_io_pct] -clock clk0 $non_clock_inputs
set_output_delay [expr $clk_period * $clk_io_pct] -clock clk0 [all_outputs]

===== design/flow/design.v =====
module pe_unit #(
    parameter DATA_WIDTH = 16,
    parameter FRAC_BITS  = 8    
)(
    input  logic                         clk,
    input  logic                         rst_n,
    input  logic                         valid_in,
    input  logic [1:0]                   mode,        
    input  logic signed [DATA_WIDTH-1:0] a_in,        
    input  logic signed [DATA_WIDTH-1:0] b_in,        
    input  logic signed [DATA_WIDTH-1:0] acc_in,      
    output logic signed [DATA_WIDTH-1:0] result_out,  
    output logic                         valid_out
);
    logic signed [2*DATA_WIDTH-1:0] mult_full;     
    logic signed [DATA_WIDTH-1:0]   mult_scaled;   
    logic signed [DATA_WIDTH:0]     add_full;      
    logic signed [DATA_WIDTH-1:0]   add_trunc;     
    logic                           valid_out_n;
    always_comb begin
        mult_full   = '0;
        mult_scaled = '0;
        add_full    = '0;
        add_trunc   = '0;
        valid_out_n = 1'b0;
        if (valid_in) begin
            mult_full   = a_in * b_in;
            mult_scaled = mult_full >>>  FRAC_BITS;
            case (mode)
                2'b00: add_full = mult_scaled + acc_in;  
                2'b01: add_full = mult_scaled;           
                2'b10: add_full = a_in + b_in;           
                default: add_full = '0;
            endcase
            add_trunc   = add_full[DATA_WIDTH-1:0];
            valid_out_n = 1'b1;
        end
    end
    always_ff @(posedge clk or negedge rst_n) begin
        if (!rst_n) begin
            result_out <= '0;
            valid_out  <= 1'b0;
        end else begin
            result_out <= add_trunc;
            valid_out  <= valid_out_n;
        end
    end
endmodule

===== design/flow/run.sh =====
#!/bin/bash
# OpenROAD 26Q1-2900-gdf79404cd8, Yosys 0.63+post, stock flow scripts
make -C /OpenROAD-flow-scripts/flow DESIGN_CONFIG=/design/flow/config.mk WORK_HOME=/design/flow/orfs finish

==> impl_metrics.yaml <==
# generated from flow reports
synthesis:
  yosys_warnings: 1
  synth_stat.cells: 1116
  yosysSeqAreaShare: 0.0447
  yosysChipArea_mm2: 0.00951
  netlist-cell-type-count: 54
  synth-edff-count: 0
  yosys_most_used_dff: "dfrtp_1"
  netlist_area_mm2: 0.00951
  numSynthFlops: 17
  avgSynthCellArea_um2: 8.52
  synth-async-reset-ratio: 1.00
  synthCells: 1116
cts:
  h-tree-depth: 1
  clockBufferDepth: 2
  cts_hold_buf: 0
  clkTransAtPathRegs_ns: 0.05
  numCtsBuffers: 3
  cts_tree: "built"
  cts_sinks: 17
  root_buffer: "clkbuf_16"
place:
  dpl.hpwl_um: 22400
  dpl-instance-area_mm2: 0.0123
  io_buffers: 69
  gp_congestion: 0.968
  dp_cells: 1612
status:
  violations: "negative setup slack"
  status: "finished with violations"
drt:
  wl_per_cell_um: 15.8
  antennaDiodeCount: 0
  via_count: 8351
  highest_layer: "met4"
  drtPass1Iterations: 4
  final_antenna_net_count: 0
  drc: 0
  drtIter0Drc: 296
  wirelength_um: 26500
  wl_met2_um: 12500
  vias_per_cell: 5.00
  m1WireLength_um: 11300
  wl_met3_um: 2050
final_timing:
  setup_viol: 16
  worst_pin_slew_ns: 0.388
  rsz0062_at_grt: "yes"
  slew_violations: 0
  hold_viol: 0
  fin_crit_ns: 6.85
  finalSetupTns_ns: -81.66
  finalCritPeriodShare: 6.85
  slew_headroom: 0.740
  clock.fmax_mhz: 146
  fin_ws_ns: -5.85
worst_hold_path:
  worst_hold_path_type: "input port to async pin"
setup_path:
  critical_path_arrival_ns: 6.98
  crit_fanout: 5
  start_kind: "input port"
  required_ns: 1.13
  path_class: "input port to flip-flop"
  crit_path_end_kind: "flip-flop"
global_routing:
  grt-ovfl-total: 0
  grt_max_degree: 28
  grt_antenna_before_repair: 0
  grt_pass1_wl_um: 42800
  grt.total_usage: 0.303
  grt_pass1_vias: 8680
floorplanning:
  die_w_um: 140
  ioPinCount: 70
  rows: 50
  die_h_um: 140
  dieArea_mm2: 0.0196
  coreArea_mm2: 0.0187
  initial_core_util: 0.508
final_layout:
  final_core_util: 0.732
  mi_logic_area_mm2: 0.00886
  final_cells: 1671
  fill_cells: 1321
  drive_gt1_frac: 0.330
  design_area_mm2: 0.0137
  area_delta_synth_final_pct: 44.0
  final_cell_mix: "240 x inv_1, 231 x buf_4, 182 x fa_1, 121 x nand2_1, 96 x and2_1"
  mostFrequentLayoutCell: "inv_1"
  regArea_um2: 425
job:
  max-cap-violations: 0
  warnings: 28
-- layer usage --
metal / vias up / global-route usage
met3: 40 / 0.0975
li1: 4044 / -
met4: 0 / 0.0625
met5: - / 0
met1: 4043 / 0.434
met2: 224 / 0.476
-- through the flow --
step	setup WS [ns]	hold slack, ns
CTS	-6.07	0.281
detailed placement	-6.77	0.549
floorplan	-5.94	-0.0956
global placement	-6.68	0.549
finish	-5.85	0.279
global route	-6.16	0.303
-- registers in the layout, indices dropped and copies added (netlist names) --
name and count:
result_out 16, valid_out 1
-- worst max-delay path: stages --
cell,delay [ns]
clkbuf_2,0.15
buf_4,0.18
and2_1,0.15
fa_1,0.54
inv_1,0.06
fa_1,0.50
fa_1,0.50
inv_1,0.05
fa_1,0.48
fa_1,0.55
inv_1,0.05
fa_1,0.47
inv_1,0.04
ha_1,0.27
a21boi_2,0.16
or3_4,0.41
a31oi_4,0.21
xnor2_2,0.10
ha_1,0.33
and2_4,0.15
a311o_1,0.29
a21oi_2,0.16
a21oi_2,0.11
a31oi_4,0.21
nor3_2,0.08
a311oi_2,0.28
mux2i_1,0.22
a31oi_1,0.10
-- synth_stat cells, types with 4 or more instances --
| library cell | instances | area [µm²] |
|---|---|---|
| inv_1 | 259 | 972 |
| nand4_1 | 5 | 31.3 |
| ha_1 | 100 | 1250 |
| a211oi_1 | 5 | 37.5 |
| o21bai_1 | 4 | 30.0 |
| o21ai_1 | 10 | 50.1 |
| and3_1 | 4 | 25.0 |
| a21oi_1 | 35 | 175 |
| o21ai_0 | 10 | 50.1 |
| mux2i_1 | 5 | 50.1 |
| o21a_1 | 7 | 52.6 |
| nor3_1 | 18 | 90.1 |
| clkbuf_1 | 36 | 135 |
| nand3_1 | 5 | 25.0 |
| xor2_1 | 15 | 131 |
| nor2_1 | 45 | 169 |
| nand2_1 | 130 | 488 |
| dfrtp_1 | 17 | 425 |
| and2_1 | 107 | 669 |
| xnor2_1 | 41 | 359 |
| or3_1 | 5 | 31.3 |
| a21o_1 | 7 | 52.6 |
| o211ai_1 | 4 | 30.0 |
| a31oi_1 | 7 | 43.8 |
| fa_1 | 188 | 3760 |
| nor2b_1 | 7 | 43.8 |
-- cells by family after synthesis --
kind of cell | synth area share
fa+ha+maj | 0.527
simple gates | 0.172
mux | 0.00526
buf+inv | 0.118
compound gates | 0.0787
xor+xnor | 0.0539
flops | 0.0447
-- how the worst max path moves through the flow --
stage,startpoint,end,slack [ns],cells past startpoint
finish,a_in[9],result_out[15],-5.85,28
global route,a_in[4],result_out[15],-6.16,30
CTS,b_in[5],result_out[15],-6.07,32
-- cell type report --
class | instances | share of cell area
Clock buffer | 4 | 0.00575
Sequential cell | 17 | 0.0311
Tap cell | 234 | 0.0214
Timing Repair Buffer | 355 | 0.224
Inverter | 260 | 0.0714
Multi-Input combinational cell | 801 | 0.647
-- timing repair --
item / in CTS / in global routing
gates cloned: 0 / 2
pin swaps: 73 / 116
setup buffers: 32 / 26
endpoints found under the setup margin: 33 / 26
gates resized: 193 / 156
