==> flow/config.mk <==
export PLATFORM = sky130hd
export DESIGN_NAME = exp_sp_cell
export DESIGN_NICKNAME = exp_sp_cell
export VERILOG_FILES = /design/flow/design.v
export SDC_FILE = /design/flow/constraint.sdc
export NUM_CORES = 4
export LEC_CHECK = 1
export CORE_UTILIZATION = 50
export SYNTH_HDL_FRONTEND = slang
==> flow/constraint.sdc <==
current_design exp_sp_cell

set clk_period 1.0
set clk_io_pct 0.2

create_clock -name clk0 -period $clk_period [get_ports {clk}]

set non_clock_inputs [all_inputs -no_clocks]
set_input_delay [expr $clk_period * $clk_io_pct] -clock clk0 $non_clock_inputs
set_output_delay [expr $clk_period * $clk_io_pct] -clock clk0 [all_outputs]
==> flow/design.v <==
module exp_sp_cell #(
    parameter DATA_WIDTH = 16,
    parameter FRAC_BITS  = 12,
    parameter SEGMENTS   = 16
)(
    input  logic                   clk,
    input  logic                   rst_n,
    input  logic                   valid_in,
    input  logic signed [DATA_WIDTH-1:0] x_in,
    input  logic                   mode,    
    output logic signed [DATA_WIDTH-1:0] y_out,
    output logic                   valid_out
);
    localparam signed [15:0] LOG2E_Q4_12 = 16'd5917;
    localparam signed [15:0] SAT_POS     = {1'b0, {(DATA_WIDTH-1){1'b1}}};
    localparam signed [15:0] SAT_NEG     = {1'b1, {(DATA_WIDTH-1){1'b0}}};
    localparam U_INT_WIDTH = DATA_WIDTH - FRAC_BITS;
    localparam V_FRAC_WIDTH = FRAC_BITS;
    localparam SEG_IDX_WIDTH = $clog2(SEGMENTS);
    logic signed [31:0] z_full;
    logic signed [DATA_WIDTH-1:0] z;
    logic signed [U_INT_WIDTH-1:0] u;
    logic signed [V_FRAC_WIDTH-1:0] v;
    logic [SEG_IDX_WIDTH-1:0] seg_idx;
    logic signed [DATA_WIDTH-1:0] a_table [0:SEGMENTS-1];
    logic signed [DATA_WIDTH-1:0] b_table [0:SEGMENTS-1];
    logic signed [DATA_WIDTH-1:0] v_q4_12;
    logic signed [DATA_WIDTH+FRAC_BITS-1:0] a_mult_v;
     logic signed [15:0] lin_approx;  
    logic signed [31:0] exp_full, exp_neg_full;
    logic signed [15:0] exp_val, exp_neg_val, y_comb;
    logic valid_out_n;
    logic [31:0] exp_full_u, exp_neg_full_u;
    logic signed [DATA_WIDTH:0] softplus_sum;
    initial begin
        a_table[0] = 16'd2902 ; b_table[0] = 16'd4096;
        a_table[1] = 16'd3030 ; b_table[1] = 16'd4088;
        a_table[2] = 16'd3164 ; b_table[2] = 16'd4071;
        a_table[3] = 16'd3304 ; b_table[3] = 16'd4045;
        a_table[4] = 16'd3451 ; b_table[4] = 16'd4008;
        a_table[5] = 16'd3603 ; b_table[5] = 16'd3961;
        a_table[6] = 16'd3763 ; b_table[6] = 16'd3901;
        a_table[7] = 16'd3929 ; b_table[7] = 16'd3828;
        a_table[8] = 16'd4103 ; b_table[8] = 16'd3741;
        a_table[9] = 16'd4285 ; b_table[9] = 16'd3639;
        a_table[10] = 16'd4475 ; b_table[10] = 16'd3520;
        a_table[11] = 16'd4673 ; b_table[11] = 16'd3384;
        a_table[12] = 16'd4880 ; b_table[12] = 16'd3229;
        a_table[13] = 16'd5096 ; b_table[13] = 16'd3053;
        a_table[14] = 16'd5321 ; b_table[14] = 16'd2856;
        a_table[15] = 16'd5557 ; b_table[15] = 16'd2635;
    end
    always_comb begin
        y_comb      = '0;
        valid_out_n = 1'b0;
        if (valid_in) begin
            z_full = x_in * LOG2E_Q4_12;
            z      = $signed(z_full) >>> FRAC_BITS;
            u      = z[DATA_WIDTH-1:FRAC_BITS];
            v      = z[FRAC_BITS-1:0];
            seg_idx = v[V_FRAC_WIDTH-1 : V_FRAC_WIDTH-SEG_IDX_WIDTH];
            v_q4_12 = { {U_INT_WIDTH{v[V_FRAC_WIDTH-1]}}, v };  
            a_mult_v = $signed(a_table[seg_idx]) * $signed(v_q4_12);
            lin_approx = (a_mult_v >>> FRAC_BITS) + $signed(b_table[seg_idx]);
            exp_full = (u >= 0) ? ($unsigned(lin_approx) <<< u) : ($unsigned(lin_approx) >>> (-u));
            exp_neg_full = (u >= 0) ? ($unsigned(lin_approx) >>> u) : ($unsigned(lin_approx) <<< (-u));
            exp_val     = (exp_full > SAT_POS) ? SAT_POS : (exp_full < SAT_NEG) ? SAT_NEG : $signed(exp_full[15:0]);
            exp_neg_val = (exp_neg_full > SAT_POS) ? SAT_POS : (exp_neg_full < SAT_NEG) ? SAT_NEG : $signed(exp_neg_full[15:0]);
            case (mode)
                1'b1: y_comb = exp_val;
                1'b0: begin
                    if (x_in[DATA_WIDTH-1])
                        y_comb = exp_val;
                    else begin
                        softplus_sum = $signed(x_in) + $signed(exp_neg_val);
                        if (softplus_sum > SAT_POS)
                            y_comb = SAT_POS;
                        else if (softplus_sum < SAT_NEG)
                            y_comb = SAT_NEG;
                        else
                            y_comb = softplus_sum[15:0];
                    end
                end
                default: y_comb = '0;
            endcase
            valid_out_n = 1'b1;
        end
    end
    always_ff @(posedge clk or negedge rst_n) begin
        if (!rst_n) begin
            y_out     <= '0;
            valid_out <= 1'b0;
        end else begin
            y_out     <= y_comb;
            valid_out <= valid_out_n;
        end
    end
endmodule
==> flow/run.sh <==
#!/bin/bash
# OpenROAD 26Q1-2900-gdf79404cd8, Yosys 0.63+post, stock flow scripts
make -C /OpenROAD-flow-scripts/flow DESIGN_CONFIG=/design/flow/config.mk WORK_HOME=/design/flow/orfs finish
==> impl_metrics.json <==
{
  "ys_area_sq_um": 13200,
  "async_flop_share_pct": 100,
  "slowest_delay_ns": 0.54,
  "final_cells": 2486,
  "chipArea_sq_um": 27200,
  "dr.first_iter.drc_count": 744,
  "grt_util_met2_pct": 50.7,
  "viasPerCell": 5.31,
  "stage_log_warnings": 36,
  "fp.dieW_um": 165,
  "routedWlPerCell_um": 16.6,
  "synth_warnings": 0,
  "start_kind": "primary input",
  "grt_pass1_wl_mm": 67.1,
  "grt_pass1_vias": 13200,
  "drtAntennaViolNets": 0,
  "setup.worst_path.class": "primary input to register",
  "hold_path_class": "primary input to async pin",
  "drcViolationCount": 0,
  "max_slew_margin_pct": 49.8,
  "cts_tree": "built",
  "worst_path_max_delay_cell": "fa_1",
  "finalClockPeriodUsage_pct": 1530,
  "num_vias": 13200,
  "cts_buffers": 3,
  "cp-startpoint": "x_in[6]",
  "coreArea_sq_um": 26100,
  "grt_use_met3_pct": 9.78,
  "layout-drive-gt1-share_pct": 37.5,
  "io_pins": 37,
  "rsz0062_at_grt": "yes",
  "io_buffers": 36,
  "cap_violations": 0,
  "path_clk_slew_ns": 0.05,
  "dpl.hpwl_mm": 35.2,
  "lay_top_cells": "buf_4 (541), inv_1 (245), fa_1 (180), ha_1 (168), nand2_1 (153)",
  "grt_max_degree": 31,
  "period_needed_ns": 15.32,
  "cp_max_fo": 7,
  "setup-tns-final_ns": -228.28,
  "worst_pin_slew_ns": 0.744,
  "cts_buffer_depth": 2,
  "postPlaceCellArea_sq_um": 18100,
  "place_congestion": 0.990,
  "grtUsageTotal_pct": 33.4,
  "max_freq_ghz": 0.0653,
  "flop_cell": "dfrtp_1",
  "rows": 59,
  "cts-root-buf": "clkbuf_16",
  "syn_area_sq_um": 13200,
  "place_ws_ns": -15.61,
  "die_y_um": 165,
  "syn_to_final_growth_pct": 45.4,
  "drv_slew": 0,
  "first_pass_iters": 5,
  "wirelength_mm": 41.3,
  "ys.flops": 17,
  "worstPathRequired_ns": 1.11,
  "violations": "negative setup slack",
  "yosys_cells": 1600,
  "busiest_layer": "met1",
  "fin_area_sq_um": 19300,
  "synth_cells": 1600,
  "yosysUniqueCellTypes": 86,
  "setup-violations-final": 16,
  "arrival_ns": 15.43,
  "crit_path_end_kind": "register",
  "place_inst": 2426,
  "ys_seq_share_pct": 3.21,
  "fin_ws_ns": -14.32,
  "cts_num_sinks": 17,
  "cts_max_level": 1,
  "fill_cells": 1908,
  "synth-edff-count": 0,
  "crit_path_frequent_cell": "fa_1",
  "gr-total-overflow": 0,
  "met1_usage_pct": 50.9,
  "antenna_found_initial": 1,
  "avgSynthCellArea_sq_um": 8.28,
  "outcome": "finished, violations left",
  "fp_util_pct": 50.8,
  "ctsHoldBuffers": 0,
  "lay_top_count": "buf_4",
  "finalHoldViolations": 0
}
-- area by class of cell --
| class | count | area, sq um | area share, % |
|---|---|---|---|
| multi-input cells | 1271 | 12700 | 65.9 |
| repair buffers | 595 | 4630 | 24.1 |
| diodes | 1 | 2.50 | 0.0130 |
| flip-flops and latches | 17 | 425 | 2.21 |
| well taps | 335 | 419 | 2.18 |
| clock buffers | 4 | 78.8 | 0.409 |
| inverters | 263 | 1000 | 5.20 |
-- per-stage QoR --
stage	util, %	hold WS [ns]
after floorplan	-	-0.0956
after global placement	69.3	0.547
after detailed placement	69.3	0.549
after CTS	71.6	0.295
after global routing	73.9	0.296
final	73.9	0.290
-- logic make-up (layout without fill, tap and decap cells) --
group	count (synthesis)	count (layout)	share of synthesized area, %
flops	17	17	3.21
mux	46	46	4.69
buf+inv	315	862	9.21
simple gates	466	466	16.4
compound gates	317	318	16.4
xor+xnor	61	61	4.03
other cells	2	5	0.0567
fa+ha+maj	376	376	46.0
-- routing by layer --
layer  share of wire, %  wire (um)
met3                7.8       3220
met2                 46      18800
met5              0.077         32
met1                 46      18800
met4                1.1        446
-- synth_stat cells (all sizes together) (4+ instances only) --
| master | count | area share [%] |
|---|---|---|
| a211o | 7 | 0.46 |
| a211oi | 15 | 0.98 |
| a21o | 20 | 1.1 |
| a21oi | 79 | 3.0 |
| a221o | 5 | 0.38 |
| a221oi | 7 | 0.46 |
| a22oi | 14 | 0.79 |
| a2bb2oi | 4 | 0.26 |
| a31oi | 13 | 0.61 |
| and2 | 17 | 0.80 |
| and3 | 14 | 0.70 |
| buf | 15 | 0.70 |
| clkbuf | 37 | 1.1 |
| dfrtp | 17 | 3.2 |
| fa | 185 | 28 |
| ha | 191 | 18 |
| inv | 261 | 7.4 |
| mux2 | 7 | 0.65 |
| mux2i | 28 | 2.2 |
| mux4 | 11 | 1.9 |
| nand2 | 156 | 4.4 |
| nand2b | 15 | 0.71 |
| nand3 | 27 | 1.1 |
| nand4 | 14 | 0.66 |
| nand4b | 4 | 0.26 |
| nor2 | 132 | 3.7 |
| nor2b | 11 | 0.52 |
| nor3 | 33 | 1.3 |
| nor3b | 5 | 0.28 |
| nor4 | 5 | 0.24 |
| o211ai | 18 | 1.1 |
| o21a | 16 | 0.91 |
| o21ai | 59 | 2.3 |
| o21bai | 5 | 0.28 |
| o22ai | 10 | 0.47 |
| o31a | 4 | 0.26 |
| o31ai | 4 | 0.33 |
| or2 | 10 | 0.47 |
| or3 | 15 | 0.75 |
| or4 | 4 | 0.23 |
| xnor2 | 40 | 2.6 |
| xor2 | 21 | 1.4 |
-- final timing paths --
| path | slack, ns | cells past startpoint | end |
|---|---|---|---|
| max | -14.32 | 70 | y_out[1]$_DFF_PN0_ |
| min | 0.29 | 2 | valid_out$_DFF_PN0_ |
| max in group asynchronous | 0.58 | 2 | y_out[3]$_DFF_PN0_ |
| min in group clk0 | 0.68 | 2 | valid_out$_DFF_PN0_ |
-- timing repair --
item                                    4_1_cts  5_1_grt
hold endpoints to repair                      0        0
resized                                     146      125
setup buffers                                31       25
pin swaps                                    62       98
cloned                                        2        0
endpoints found under the setup margin       33       26
-- flip-flops by register name (all words and copies together), names as in the netlist --
signal	flops
y_out	16
valid_out	1
-- worst max-delay path, delay by kind of cell --
family                   cells  cell delay (ns)
adder cells (fa/ha/maj)     15             6.12
buffers and inverters       17             1.77
XOR/XNOR                     2             0.26
AND/OR/NAND/NOR             12             2.80
AND-OR/OR-AND               24             4.25
