==> design/flow/design.v <==
module pe_unit_pipe #(
    parameter DATA_WIDTH = 16,   
    parameter ACC_WIDTH  = 32,   
    parameter FRAC_BITS  = 8     
)(
    input  logic                       clk,
    input  logic                       rst_n,
    input  logic valid_in,       
    output logic valid_out,      
    input  logic [1:0]                 mode,         
    input  logic signed [DATA_WIDTH-1:0] a_in,
    input  logic signed [DATA_WIDTH-1:0] b_in,
    input  logic signed [ACC_WIDTH-1:0]  acc_in,      
    output logic signed [ACC_WIDTH-1:0]  result_out   
);
    localparam SHIFTED_WIDTH = (DATA_WIDTH + 1) + FRAC_BITS;  
    logic signed [ACC_WIDTH-1:0] mult_full;       
    logic signed [DATA_WIDTH:0]  ewa_sum;         
    logic signed [SHIFTED_WIDTH-1:0] ewa_shifted; 
    logic signed [ACC_WIDTH-1:0] ewa_sum_aligned; 
    logic signed [ACC_WIDTH-1:0] add_result;      
    logic signed [ACC_WIDTH-1:0] result_reg;      
    logic valid_reg;  
    (* use_dsp = "yes" *) logic signed [ACC_WIDTH-1:0] dsp_accum;
    assign mult_full = $signed(a_in) * $signed(b_in);    
    assign ewa_sum   = a_in + b_in;                      
    assign ewa_shifted = $signed(ewa_sum) <<< FRAC_BITS; 
    assign ewa_sum_aligned = 
        {{(ACC_WIDTH - SHIFTED_WIDTH){ewa_shifted[SHIFTED_WIDTH-1]}}, ewa_shifted};  
    always_comb begin
        unique case (mode)
            2'b00: begin  
                dsp_accum = mult_full + acc_in;
            end
            2'b01: begin  
                dsp_accum = mult_full;
            end
            2'b10: begin  
                dsp_accum = ewa_sum_aligned;
            end
            default: begin
                dsp_accum = '0;
            end
        endcase
    end
    assign add_result = dsp_accum;
    always_ff @(posedge clk or negedge rst_n) begin
        if (!rst_n) begin
            result_reg <= '0;
            valid_reg  <= 1'b0;
        end else begin
            if (valid_in) begin
                result_reg <= add_result;
            end
            valid_reg <= valid_in;
        end
    end
    assign result_out = result_reg;
    assign valid_out  = valid_reg;
endmodule
==> design/flow/run.sh <==
#!/bin/bash
# OpenROAD 26Q1-2900-gdf79404cd8, Yosys 0.63+post, stock flow scripts
make -C /OpenROAD-flow-scripts/flow DESIGN_CONFIG=/design/flow/config.mk WORK_HOME=/design/flow/orfs finish
==> design/flow/config.mk <==
export PLATFORM = sky130hd
export DESIGN_NAME = pe_unit_pipe
export DESIGN_NICKNAME = pe_unit_pipe
export VERILOG_FILES = /design/flow/design.v
export SDC_FILE = /design/flow/constraint.sdc
export NUM_CORES = 4
export LEC_CHECK = 1
export CORE_UTILIZATION = 30
==> design/flow/constraint.sdc <==
current_design pe_unit_pipe

set clk_period 1.3
set clk_io_pct 0.2

create_clock -name clk0 -period $clk_period [get_ports {clk}]

set non_clock_inputs [all_inputs -no_clocks]
set_input_delay [expr $clk_period * $clk_io_pct] -clock clk0 $non_clock_inputs
set_output_delay [expr $clk_period * $clk_io_pct] -clock clk0 [all_outputs]
==> run summary <==
The layout was made with Yosys and OpenROAD.

The report counts max-capacitance violations totalling 0. The residual DRC count is 0. The run finished, with violations left. The number of global-route vias before repair was 13500. Setup repair after global routing could not meet its margin everywhere. The data arrival time reported for the critical path is 7.65 ns.

The initial antenna violation count was 1. The most common flop cell mapped by yosys is sky130_fd_sc_hd__dfrtp_1. The first detailed-routing pass took 5 iterations. The startpoint class of the critical path is an input pin.

The capture point of the worst reg-to-reg path is result_reg[21].

The finished layout holds 2646 standard cells, fillers aside. The total congestion overflow after global routing is 0. The clock input transition at the sequential cells of the worst setup and hold paths is 0.05 ns. The die extent in y is 214 um. The placeable core region is 44300 um2. The filler cells instantiated in the layout total 4054. The path length in cells of the critical path is 29. The count of hold-fix buffers inserted at cts is 0. After layout, the setup clock skew is reported as 0 ns. The peak clock frequency supported by timing is 133 MHz. The fraction of final layout cells with drive strength greater than 1 is 35.1%. Entering global routing, the biggest net connects 34 pins. The checks that failed: setup timing.

The type of element capturing the critical path is a flip-flop. The post-detailed-routing wire length is 42900 um. In this run, synthesis inferred 0 flip-flops with an integrated enable.

The path type of the worst setup path is in2reg. The biggest cell delay along the critical path is 0.58 ns. After legalization and detailed placement, the total HPWL measured 35100 um. The total clock buffers created by CTS is 5. OpenROAD reports that the post-layout worst path occupies 577% of the period. The I/O pin total is 102. The highest net fanout along the worst path is 5. In the layout the commonest cells are sky130_fd_sc_hd__buf_4, sky130_fd_sc_hd__inv_1, sky130_fd_sc_hd__fa_1, sky130_fd_sc_hd__nand2_1, sky130_fd_sc_hd__and2_1. Per the cell usage report, the commonest logic cell in the layout is sky130_fd_sc_hd__buf_4. The report puts the cell count of the worst reg-to-reg path at 3. The die outline width is 214 um. Once iteration 0 of detailed routing completed, the report listed 334 DRC markers. The clock latency at the later pin of the worst-skew pair is 0.27 ns. The flow measured a signed area growth from synthesis to layout of 52.5%.

The endpoint required time on the critical path is 1.46 ns. The first global-routing pass estimated 71000 um of wire. The clock root buffer master is sky130_fd_sc_hd__clkbuf_16. The area taken by flip-flops and latches is 826 um2.

Routability-driven placement finished with a final weighted congestion of 0.941. The number of flip-flops in the largest register is 32. At the floorplan stage, the core utilization is reported as 30.5%. Per the finish-stage timing summary, setup violations number 31. TritonCTS built the clock tree. The global routing report lists combined usage of all routing layers as 20.4%. The count of buffers added on input and output ports is 101. Counting both buffers and inverters, the worst setup path holds a total of 5. In this run the worst hold path is classified as in2async.

The routed wirelength normalized by instance count is 16.2 um. The stat command in Yosys gives a chip area of 13500 um2. In this run the remaining antenna-violating nets after routing total 0. In the Yosys stats the netlist draws on 59 distinct library cells. The number of standard cells reported by yosys is 1543.

The total die size is 45900 um2. Per the final report, max-transition violations number 0. Summing over the stages, the warning tally comes to 29. Per the detail_route report, vias per standard cell equal 4.68. Per the timing report, the most critical flop-to-flop path originates at result_reg[21]. The warning tally printed by Yosys for this design is 1.

Per the placement report, the placed cell count is 2534. The sequential cell area fraction in the yosys report is 6.11%. The count of H-tree levels built during CTS is 2.

The most numerous cell type found on the critical path is sky130_fd_sc_hd__fa_1. Per the detail_route report, the via count comes to 12400. The post-synthesis instance total is 1543. The post-synth register bit count is 33.

The area of the multi-input gates is 12700 um2. The final timing report gives a worst setup slack of -6.20 ns. The final count of hold timing violations is 0. For reference, the critical path is captured by result_reg[31].

The instance area after placement is 18400 um2. The number of rows in the core area is 77. Per the synth stats, the proportion of register bits with asynchronous set or reset is 100%. The transition time at the pin with the least slew margin is 0.549 ns. The CTS sink count is 33. The beginning of the critical path is a_in[8]. Among cell families on the critical path, the largest total delay comes from adder cells.

The setup slack of the worst register-to-register path is 0.37 ns. The number of buffers on the longest clock path is 2. The final critical delay including setup and external delays is 7.50 ns. The finished cells cover 20600 um2. The normalized max-slew margin is 63.3%. The cell at the slowest stage of the critical path is sky130_fd_sc_hd__fa_1. The post-synthesis instance area is 13500 um2.

The synthesized area per cell is 8.75 um2. The final worst hold slack is 0.356 ns.
[worst reg2reg max path: stages (launching register included)]
cell and delay (ns):
sky130_fd_sc_hd__dfrtp_1 0.40, sky130_fd_sc_hd__o2bb2ai_1 0.13, sky130_fd_sc_hd__a31oi_1 0.18, sky130_fd_sc_hd__o31ai_1 0.09
[per-stage QoR]
stage | worst slack (ns) | utilization [%] | setup TNS (ns)
final | -6.20 | 46.5 | -146.34
after global routing | -6.47 | 46.5 | -153.25
after CTS | -6.19 | 45.2 | -146.45
after detailed placement | -6.79 | 41.5 | -169.95
after global placement | -6.76 | 41.5 | -170.74
after floorplan | -5.81 | - | -130.22
[cell usage after synthesis, drive strengths merged, types with 4 or more instances]
library cell	count	area share [%]
inv	317	8.8
nor2	63	1.8
mux2i	5	0.37
a31oi	21	0.97
nor4	5	0.23
or3	9	0.42
o21ai	53	2.0
nand3	11	0.41
dfrtp	33	6.1
o21a	20	1.1
xnor2	36	2.3
and3	9	0.42
o31ai	6	0.33
ha	130	12
nor2b	7	0.32
fa	264	39
and2	120	5.6
o21bai	7	0.39
a211oi	10	0.56
o31a	7	0.45
o221ai	4	0.26
a21oi	62	2.3
a21o	29	1.6
nor3	18	0.67
o22ai	5	0.23
clkbuf	46	1.3
xor2	24	1.6
o2bb2ai	8	0.52
nand2b	16	0.74
nand2	149	4.1
[layer usage]
layer / share of wire [%] / track usage (%) / wire, um
met5: 0 / 0 / 0
met3: 6.6 / 5.48 / 2840
met2: 48 / 33.3 / 20700
met1: 43 / 28.2 / 18300
met4: 2.5 / 3.45 / 1050
[final cells by class]
| class | instances | area share (%) |
|---|---|---|
| Clock buffer | 6 | 0.626 |
| Antenna cell | 2 | 0.0243 |
| Tap cell | 592 | 3.60 |
| Inverter | 317 | 5.79 |
| Multi-Input combinational cell | 1144 | 61.7 |
| Timing Repair Buffer | 550 | 24.2 |
| Clock inverter | 2 | 0.0486 |
| Sequential cell | 33 | 4.01 |
[worst min path at each step]
stage | startpoint | endpoint | depth (start not counted)
after CTS | rst_n | result_reg[1] | 2
after global routing | rst_n | result_reg[4] | 2
final | rst_n | result_reg[4] | 2
[logic make-up after synthesis]
logic type               Yosys count  synth area share [%]
multiplexers                       5                 0.371
AND/OR/NAND/NOR                  421                  15.4
adder cells (fa/ha/maj)          394                  51.2
flip-flops                        33                  6.11
AND-OR/OR-AND                    264                  12.8
buffers and inverters            366                  10.2
XOR/XNOR                          60                  3.89
[timing repair]
item / in CTS / in global routing
gates cloned: 4 / 0
buffers inserted: 75 / 35
gates resized: 316 / 145
setup endpoints to repair: 65 / 32
pin swaps: 115 / 122
