## design/flow/run.sh

```bash
#!/bin/bash
# OpenROAD 26Q1-2900-gdf79404cd8, Yosys 0.63+post, stock flow scripts
make -C /OpenROAD-flow-scripts/flow DESIGN_CONFIG=/design/flow/config.mk WORK_HOME=/design/flow/orfs finish
```

## design/flow/config.mk

```make
export PLATFORM = sky130hd
export DESIGN_NAME = broadcast_unit
export DESIGN_NICKNAME = broadcast_unit
export VERILOG_FILES = /design/flow/design.v
export SDC_FILE = /design/flow/constraint.sdc
export NUM_CORES = 4
export LEC_CHECK = 1
export CORE_AREA = 10 10 444 444
export DIE_AREA = 0 0 454 454
export SYNTH_HDL_FRONTEND = slang
```

## design/flow/constraint.sdc

```tcl
current_design broadcast_unit

set clk_period 31.4
set clk_io_pct 0.2

create_clock -name clk0 -period $clk_period

set non_clock_inputs [all_inputs -no_clocks]
set_input_delay [expr $clk_period * $clk_io_pct] -clock clk0 $non_clock_inputs
set_output_delay [expr $clk_period * $clk_io_pct] -clock clk0 [all_outputs]
```

## design/flow/design.v

```verilog
module broadcast_unit #(
    parameter int TILE_SIZE  = 4,
    parameter int DATA_WIDTH = 16
)(
    input  logic [2:0] mode,
    input  logic signed [TILE_SIZE-1:0][DATA_WIDTH-1:0] A_vec,
    input  logic signed [TILE_SIZE-1:0][DATA_WIDTH-1:0] B_vec,
    input  logic signed [TILE_SIZE-1:0][TILE_SIZE-1:0][DATA_WIDTH-1:0] A_mat,
    input  logic signed [TILE_SIZE-1:0][TILE_SIZE-1:0][DATA_WIDTH-1:0] B_mat,
    output logic signed [TILE_SIZE-1:0][TILE_SIZE-1:0][DATA_WIDTH-1:0] A_tile,
    output logic signed [TILE_SIZE-1:0][TILE_SIZE-1:0][DATA_WIDTH-1:0] B_tile
);
    integer i, j;
    always_comb begin
        A_tile = '0;
        B_tile = '0;
        unique case (mode)
            3'b000: begin
                A_tile = A_mat;
                for (i = 0; i < TILE_SIZE; i++)
                    for (j = 0; j < TILE_SIZE; j++)
                        B_tile[i][j] = B_vec[j];
            end
            3'b001: begin
                A_tile = A_mat;
                for (i = 0; i < TILE_SIZE; i++)
                    for (j = 0; j < TILE_SIZE; j++)
                        B_tile[i][j] = B_vec[i];
            end
            3'b010, 3'b100: begin
                A_tile = A_mat;  
                B_tile = B_mat;
            end
            3'b011: begin
                for (i = 0; i < TILE_SIZE; i++)
                    for (j = 0; j < TILE_SIZE; j++) begin
                        A_tile[i][j] = A_vec[i];
                        B_tile[i][j] = B_vec[j];
                    end
            end
            3'b101, 3'b110: begin
                A_tile = A_mat;
                B_tile = B_mat;
            end
            default: begin
                A_tile = '0;
                B_tile = '0;
            end
        endcase
    end
endmodule
```

==> impl_metrics.tcl <==
# implementation run metrics
set metrics [dict create \
    die_area_sq_um 206000 \
    path_cells "buf_8, nand2_8, nor2_4, buf_4, buf_4, buf_4, a22o_1, clkdlybuf4s50_1" \
    regArea_sq_um 0 \
    yosys-stat-cells 1682 \
    irDropWorstVdd_mv 0.00745 \
    yosysMostFrequentCell "a22o_1" \
    cp.required_ns 25.12 \
    rsz0062_at_grt "false" \
    crit_family "buffers and inverters" \
    hold_buffers 0 \
    leakagePower_uw 0.00830 \
    syn_area_sq_um 10600 \
    hold_class "primary input to output pin" \
    first_pass_iters 6 \
    min_to "B_tile[128]" \
    grt_pass1_wl_um 254000 \
    swShare_pct 50.9 \
    critPathBufInv 5 \
    track_usage_pct 19.9 \
    critPathLaunchType "primary input" \
    postSynthAreaPerCell_sq_um 6.30 \
    clock_buffers 0 \
    ys_types 21 \
    status "complete, no violations" \
    worstHoldStart "mode[1]" \
    hold_depth 4 \
    wire_per_inst_um 41.2 \
    p_seq_share_pct 0 \
    final_core_util_pct 13.2 \
    drc 0 \
    dr.max_layer_used "met5" \
    yosys_area_sq_um 10600 \
    grt_overflow 0 \
    yosysSeqAreaShare_pct 0 \
    max_stage_delay_ns 0.74 \
    power_frac_comb_pct 100.0 \
    drv_cap 0 \
    met1Wirelength_um 97100 \
    ys_warn_count 0 \
    max_freq_mhz 60.6 \
    topCellsByArea "a22o_1 (26%), nor2b_1 (15%), o31ai_1 (14%), nor3_1 (9.1%), nor2_1 (6.8%)" \
    finalSetupViolations 0 \
    period_needed_ns 16.50 \
    crit_type "primary input to output pin" \
    fin_crit_sh_pct 52.5 \
    grt_pass1_vias 18155 \
    met3_length_um 21200 \
    slowest_stage "buf_4" \
    ant_nets 0 \
    post_cts_buffers 0 \
    p_int_uw 228 \
    worst_slack_ns 14.90 \
    worstPathArrival_ns 10.22 \
    grt_max_degree 136 \
    crit_path_end_kind "output pin" \
    warnings 36 \
    drtIter0Drc 2007 \
    vias 19841 \
    synth.top_cell.area_share_pct 26.4 \
    relSlewSlack_pct 31.6 \
    vias_per_cell 3.80 \
    finalSetupTns_ns 0 \
    numPortBuffers 1155 \
    crit_top_cell "buf_4" \
    pwr-share-clk_pct 0 \
    drive_gt1_share_pct 2.64 \
    crit_fanout 81 \
    maxSlewViolCount 0 \
    yosys.area.top_type "a22o_1" \
    gp_congestion 0.993 \
    flops 0 \
    antenna_found_initial 128 \
    synthCells 1682 \
    core_area_sq_um 188000 \
    worst_slew_pin_slew_ns 1.02 \
    die_y_um 454 \
    power_switching_uw 237 \
    power.density_nw_per_um2 18.7 \
    die_w_um 454 \
    core.rowCount 159 \
    totalWireLength_um 215000 \
    post_cts_resized 0 \
    io_pins 1155 \
    netlist_top_cells_count "a22o_1 (320), nor2b_1 (247), nor2_1 (192), nor3_1 (192), o31ai_1 (192)" \
    place_ws_ns 14.73 \
    syn_to_final_growth_pct 134 \
    hold_violations 0 \
    fp_util_pct 5.65 \
    met2WireLength_um 92600 \
    dp_hpwl_um 195000 \
]
## how the worst max path moves through the flow
stage                         to     from  cells past startpoint
after CTS             B_tile[36]  mode[0]                      7
after global routing  B_tile[36]  mode[0]                      7
final                 A_tile[72]  mode[0]                      8
## power groups by stage
stage     clock [uW]  sequential (uW)  combinational, uW
6_report   0.0000480                0                465
4_1_cts            0                0                471
5_1_grt    0.0000652                0                488
## metrics by stage
stage                     area, sq um  hold WS [ns]  total power (uW)  instances
after floorplan                 10600         12.63               110       1682
after global placement          24700         13.53               471       5189
after detailed placement        24700         13.53               469       5189
after CTS                       24700         13.53               471       5189
after global routing            24800         13.55               488       5204
final                           24800         13.56               465       5227
## cells in the final DEF (no fill, tap or decap), types with 2 or more instances in the layout
| cell | count |
|---|---|
| a22o_1 | 320 |
| clkdlybuf4s50_1 | 1152 |
| and2b_1 | 9 |
| and3b_1 | 64 |
| nor2_1 | 192 |
| nor2b_1 | 247 |
| buf_8 | 2 |
| buf_4 | 60 |
| and2_1 | 64 |
| o31ai_1 | 191 |
| diode_2 | 38 |
| o21ai_0 | 127 |
| nor3_1 | 192 |
| o21ai_1 | 65 |
## worst min-delay path, cell delays in order
cell             delay [ns]
buf_8                  0.18
o21ai_0                0.15
o31ai_1                0.10
clkdlybuf4s50_1        0.47
## cells by family after synthesis
logic type             after synthesis  synth area share, %
AND-OR/OR-AND                      705                 49.2
multiplexers                         1                0.212
buffers and inverters              206                 10.3
AND/OR/NAND/NOR                    770                 40.2
## layout make-up
class                           instances  area [sq um]
Fill cell                           21473        163000
Timing Repair Buffer                 1216         12000
Multi-Input combinational cell       1476          9540
Tap cell                             2495          3120
Antenna cell                           38          95.1
Inverter                                2          12.5
## metal layers
metal | GRT usage (%) | vias up
met3 | 7.22 | 215
li1 | - | 8417
met4 | 3.06 | 78
met1 | 28.0 | 9880
met5 | 0 | -
met2 | 29.5 | 1251
Power is estimated from default activity; no workload was simulated.
