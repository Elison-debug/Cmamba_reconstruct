--- run.sh ---
#!/bin/bash
# OpenROAD 26Q1-2900-gdf79404cd8, Yosys 0.63+post, stock flow scripts
make -C /OpenROAD-flow-scripts/flow DESIGN_CONFIG=/design/flow/config.mk WORK_HOME=/design/flow/orfs finish
--- config.mk ---
export PLATFORM = sky130hd
export DESIGN_NAME = pe_unit_new
export DESIGN_NICKNAME = pe_unit_new
export VERILOG_FILES = /design/flow/design.v
export SDC_FILE = /design/flow/constraint.sdc
export NUM_CORES = 4
export LEC_CHECK = 1
export CORE_UTILIZATION = 30
--- constraint.sdc ---
current_design pe_unit_new

set clk_period 1.0
set clk_io_pct 0.2

create_clock -name clk0 -period $clk_period [get_ports {clk}]

set non_clock_inputs [all_inputs -no_clocks]
set_input_delay [expr $clk_period * $clk_io_pct] -clock clk0 $non_clock_inputs
set_output_delay [expr $clk_period * $clk_io_pct] -clock clk0 [all_outputs]
--- design.v ---
module pe_unit_new #(
    parameter DATA_WIDTH = 16,  
    parameter ACC_WIDTH  = 32,  
    parameter FRAC_BITS  = 8    
)(
    input  logic                          clk,
    input  logic                          rst_n,
    input  logic                          valid_in,
    input  logic [1:0]                    mode,        
    input  logic signed [DATA_WIDTH-1:0]  a_in,
    input  logic signed [DATA_WIDTH-1:0]  b_in,
    input  logic signed [ACC_WIDTH-1:0]   acc_in,
    output logic signed [ACC_WIDTH-1:0]   result_out,
    output logic                          valid_out
);
    logic signed [ACC_WIDTH-1:0]   mult_full;
    logic signed [DATA_WIDTH:0]    ewa_sum; 
    logic signed [ACC_WIDTH-1:0]   ewa_sum_aligned;
    logic signed [ACC_WIDTH-1:0]   result_n;
    logic                          valid_out_n;
    assign mult_full = a_in * b_in;
    assign ewa_sum   = a_in + b_in;
    always_comb begin
        logic signed [24:0] ewa_shifted;
        ewa_shifted = $signed(ewa_sum) <<< FRAC_BITS;
        ewa_sum_aligned = { {(ACC_WIDTH-25){ewa_shifted[24]}}, ewa_shifted };
    end
    always_comb begin
        result_n    = '0;
        valid_out_n = 1'b0;
        if (valid_in) begin
            case (mode)
                2'b00: result_n = mult_full + acc_in;
                2'b01: result_n = mult_full;
                2'b10: result_n = ewa_sum_aligned;
                default: result_n = '0;
            endcase
            valid_out_n = 1'b1;
        end
    end
    always_ff @(posedge clk or negedge rst_n) begin
        if (!rst_n) begin
            result_out <= '0;
            valid_out  <= 1'b0;
        end else begin
            result_out <= result_n;
            valid_out  <= valid_out_n;
        end
    end
endmodule
==> run summary <==
outcome - complete, but fails checks
failing checks - setup timing
post-route ant nets - 0
DR vias - 12040
Gate Count Post-Synth - 1539
full die area - 45800 um^2
DR iter-0 viols - 401
MaxCap Viol Count - 0
gr busiest metal - met2
initial antenna violation count - 0
Fillers - 4014
DRC viols - 0
CP Max Fanout - 4
TritonCTS clock tree - yes
crit path DRT - 1.19 ns
ys flops - 33
Max-area cell share - 39.19%
top cells by count - 319 x inv_1, 264 x fa_1, 169 x nand2_1, 130 x ha_1, 122 x and2_1
Worst-path clk slew - 0.06 ns
DRT Wirelength - 41040 um
ys cells - 1539
cell type with the largest total area - fa_1
Hold Crit Class - input pin to async pin
met1 Use GR - 27.09%
Syn Area/Cell - 8.762 um^2
Num CTS Buffers - 5
area grow syn2layout - 50.73%
asr flop ratio synth - 100.0%
RD Place Congestion - 0.9517
final design utilization - 45.87%
crit path DAT - 7.53 ns
PortBufs - 101
Reg area - 825.8 um^2
largest net degree at the start of global routing - 34
DIE WIDTH - 214.0 um
Setup crit start - b_in[13]
final hold violations - 0
Tcrit/Tclk final - 734.0%
gr ovfl total - 0
post-synth cell types - 74
Worst-Margin Slew - 0.4866 ns
Post-synth EDFFs - 0
Post-synth seq share - 6.124%
CP most frequent cell - fa_1
final slew viol count - 0
min cycle time layout - 7.340 ns
setup_tns - -148.28 ns
Routed wire per std cell - 15.80 um
Rows - 77
main flop type - dfrtp_1
# IOs - 102
vias in the first global route - 13220
RSZ-0062 raised after global routing - true
core area - 44320 um^2
setup violators final - 35
Via density - 4.638
fp util - 30.43%
Slew headroom - 67.56%
met3 GRT Util - 5.464%
share of layout cells above drive strength 1 - 37.41%
# diodes - 0
count of tool warnings - 29
CP endpoint - result_out[31]
post-route setup slack - -6.340 ns
top cells, area - fa_1 39%, ha_1 12%, inv_1 8.9%
Pre-antenna DRT Iters - 5
Worst Setup Path Type - input pin to flip-flop
CP peak stage delay - 0.58 ns
yosys stat chip area - 13490 um^2
Sink Count - 33
post-DP HPWL - 33950 um
Critical Path Source Type - input pin
Comb area - 12910 um^2
first-pass GRT wire length - 68250 um
met2 usage - 32.02%
Die H - 214.0 um
mapped cell area - 13490 um^2
htree depth - 2
top-count cell post-synth - inv_1
Max Clock Freq - 136.2 MHz
Yosys Warn Count - 1
CTS Root Cell - clkbuf_16
clk buf depth - 2
critical path capture point type - flip-flop
Total Routing Usage GR - 19.64%
slowest stage cell, crit path - fa_1
[flip-flops by register name, summed over array words and instances, names as in the netlist]
register,cells
valid_out,1
result_out,32
[area by class of cell]
cell class,instances,share of cell area [%]
flip-flops and latches,33,4.063
well taps,592,3.644
repair buffers,505,22.09
inverters,321,5.940
multi-input cells,1138,63.49
clock inverters,1,0.02462
clock buffers,7,0.7510
[layout by cell type (no fill, tap or decap), drive strengths merged, types with 14 or more instances in the layout]
cell and count:
a21oi 79, a21o 23, nor3 14, fa 264, nand3 17, xnor2 46, ha 130, dfrtp 33
nand2 169, o21ai 46, clkdlybuf4s50 35, and2 122, inv 320, xor2 22, nor2 63, buf 451
nand2b 17
[how the worst min path moves through the flow]
stage,start,end,slack [ns],cells after the start
CTS,rst_n,result_out[2],0.30,2
global route,rst_n,result_out[0],0.30,2
finish,rst_n,result_out[0],0.29,2
[what timing repair did]
item	4_1_cts	5_1_grt
pin swaps	174	56
resized	434	68
gates cloned	3	0
setup buffers	70	11
setup endpoints to repair	65	38
hold buffers	0	0
[cells by family after synthesis]
family	Yosys count	share of synthesized area [%]
AND/OR/NAND/NOR	439	15.98
AND-OR/OR-AND	235	11.83
buffers and inverters	368	10.25
flip-flops	33	6.124
XOR/XNOR	68	4.416
adder cells (fa/ha/maj)	394	51.25
multiplexers	2	0.1485
[routing by layer]
layer / wire length (um) / vias up / share of wire (%)
li1: - / 5746 / -
met5: 71 / - / 0.17
met3: 2884 / 59 / 7.0
met2: 19600 / 332 / 48
met4: 922 / 2 / 2.2
met1: 17560 / 5905 / 43
[stage by stage]
stage | hold slack, ns | setup slack [ns] | std cells | cell area (um^2)
3_5_place_dp | 0.5991 | -7.002 | 2512 | 18430
5_1_grt | 0.3028 | -6.678 | 2597 | 20330
6_report | 0.2859 | -6.340 | 2597 | 20330
2_1_floorplan | -0.09559 | -6.141 | 1539 | 14340
4_1_cts | 0.2964 | -6.348 | 2589 | 20030
3_3_place_gp | 0.5941 | -6.956 | 2512 | 18430
[critical path: cells and delay by family]
| family | cells | cell delay (ns) |
|---|---|---|
| AND-OR/OR-AND | 11 | 1.87 |
| AND/OR/NAND/NOR | 6 | 0.95 |
| buffers and inverters | 5 | 0.62 |
| XOR/XNOR | 2 | 0.24 |
| adder cells (fa/ha/maj) | 8 | 3.64 |
